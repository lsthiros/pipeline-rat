## flow/design.v

```verilog
`timescale 1ns / 1ps
module control_vector_reg(
    output logic out_PC_LD        ,
    output logic out_PC_INC       ,
    output logic[1:0] out_PC_MUX_SEL   ,
    output logic out_SP_LD        ,
    output logic out_SP_INCR      ,
    output logic out_SP_DECR      ,
    output logic out_RF_WR        ,
    output logic[1:0] out_RF_WR_SEL    ,
    output logic out_ALU_OPY_SEL  ,
    output logic[3:0] out_ALU_SEL      ,
    output logic out_SCR_WE       ,
    output logic out_SCR_DATA_SE  ,
    output logic[1:0] out_SCR_ADDR_SE  ,
    output logic out_FLG_C_SET    ,
    output logic out_FLG_C_CLR    ,
    output logic out_FLG_C_LD     ,
    output logic out_FLG_Z_LD     ,
    output logic out_FLG_LD_SEL   ,
    output logic out_FLG_SHAD_LD  ,
    output logic out_I_SET        ,
    output logic out_I_CLR        ,
    output logic out_IO_STRB      ,
    output logic[3:0] out_BRANCH_TYPE  ,
    output logic out_rst          ,
    output logic [9:0] out_dest_addr,
    input wire in_PC_LD        ,
    input wire in_PC_INC       ,
    input wire[1:0] in_PC_MUX_SEL   ,
    input wire in_SP_LD        ,
    input wire in_SP_INCR      ,
    input wire in_SP_DECR      ,
    input wire in_RF_WR        ,
    input wire[1:0] in_RF_WR_SEL    ,
    input wire in_ALU_OPY_SEL  ,
    input wire[3:0] in_ALU_SEL      ,
    input wire in_SCR_WE       ,
    input wire in_SCR_DATA_SE  ,
    input wire [1:0] in_SCR_ADDR_SE  ,
    input wire in_FLG_C_SET    ,
    input wire in_FLG_C_CLR    ,
    input wire in_FLG_C_LD     ,
    input wire in_FLG_Z_LD     ,
    input wire in_FLG_LD_SEL   ,
    input wire in_FLG_SHAD_LD  ,
    input wire in_I_SET        ,
    input wire in_I_CLR        ,
    input wire in_IO_STRB      ,
    input wire[3:0] in_BRANCH_TYPE  ,
    input wire in_rst          ,
    input wire [9:0] in_dest_addr,
	input wire interupt,
	input wire clk,
	input wire nop,
	input wire [7:0] in_IR,
	output logic[7:0] out_IR,
	input wire[7:0] in_DX,
	output logic[7:0] out_DX,
	input wire[7:0] in_DY,
	output logic[7:0] out_DY,
	input wire[4:0] in_WB_ADDR,
	output logic[4:0] out_WB_ADDR,
	input wire[9:0] in_PC,
	output logic[9:0] out_PC,
	output logic [9:0] alt_out,
	input wire [9:0] alt_in,
	input wire branch_taken_in,
	output logic branch_taken_out
);
always @ (posedge clk) begin
	out_IR <= in_IR;
	out_DX <= in_DX;
	out_DY <= in_DY;
	out_WB_ADDR <= in_WB_ADDR;
	out_PC <= in_PC;
	out_dest_addr <= in_dest_addr;
if (in_rst) begin
    out_PC_LD       <= 0;
    out_PC_INC      <= 0;
    out_PC_MUX_SEL  <= 0;
    out_SP_LD       <= 0;
    out_SP_INCR     <= 0;
    out_SP_DECR     <= 0;
    out_RF_WR       <= 0;
    out_RF_WR_SEL   <= 0;
    out_ALU_OPY_SEL <= 0;
    out_ALU_SEL     <= 0;
    out_SCR_WE      <= 0;
    out_SCR_DATA_SE <= 0;
    out_SCR_ADDR_SE <= 0;
    out_FLG_C_SET   <= 0;
    out_FLG_C_CLR   <= 0;
    out_FLG_C_LD    <= 0;
    out_FLG_Z_LD    <= 0;
    out_FLG_LD_SEL  <= 0;
    out_FLG_SHAD_LD <= 0;
    out_I_SET       <= 0;
    out_I_CLR       <= 0;
    out_IO_STRB     <= 0;
    out_BRANCH_TYPE <= 0;
		branch_taken_out<= 0;
		alt_out 				<= 0;
end
else if(interupt == 1'b1) begin
	out_PC_LD       <= 1;
	out_PC_INC      <= 0;
	out_PC_MUX_SEL  <= 2'h2;
	out_SP_LD       <= 0;
	out_SP_INCR     <= 0;
	out_SP_DECR     <= 1;
	out_RF_WR       <= 0;
	out_RF_WR_SEL   <= 0;
	out_ALU_OPY_SEL <= 0;
	out_ALU_SEL     <= 0;
	out_SCR_WE      <= 1;
	out_SCR_DATA_SE <= 1;
	out_SCR_ADDR_SE <= 2'b11;
	out_FLG_C_SET   <= 0;
	out_FLG_C_CLR   <= 0;
	out_FLG_C_LD    <= 0;
	out_FLG_Z_LD    <= 0;
	out_FLG_LD_SEL  <= 0;
	out_FLG_SHAD_LD <= 1;
	out_I_SET       <= 0;
	out_I_CLR       <= 1;
	out_IO_STRB     <= 0;
	out_BRANCH_TYPE <= 0;
	out_rst         <= 0;
	out_PC <= in_PC - 1;
	branch_taken_out<= 0;	 
	alt_out 				<= 0;
end else if(nop == 1'b0) begin
	out_PC_LD       <= in_PC_LD        ;
    out_PC_INC      <= in_PC_INC       ;
    out_PC_MUX_SEL  <= in_PC_MUX_SEL   ;
    out_SP_LD       <= in_SP_LD        ;
    out_SP_INCR     <= in_SP_INCR      ;
    out_SP_DECR     <= in_SP_DECR      ;
    out_RF_WR       <= in_RF_WR        ;
    out_RF_WR_SEL   <= in_RF_WR_SEL    ;
    out_ALU_OPY_SEL <= in_ALU_OPY_SEL  ;
    out_ALU_SEL     <= in_ALU_SEL      ;
    out_SCR_WE      <= in_SCR_WE       ;
    out_SCR_DATA_SE <= in_SCR_DATA_SE  ;
    out_SCR_ADDR_SE <= in_SCR_ADDR_SE  ;
    out_FLG_C_SET   <= in_FLG_C_SET    ;
    out_FLG_C_CLR   <= in_FLG_C_CLR    ;
    out_FLG_C_LD    <= in_FLG_C_LD     ;
    out_FLG_Z_LD    <= in_FLG_Z_LD     ;
    out_FLG_LD_SEL  <= in_FLG_LD_SEL   ;
    out_FLG_SHAD_LD <= in_FLG_SHAD_LD  ;
    out_I_SET       <= in_I_SET        ;
    out_I_CLR       <= in_I_CLR        ;
    out_IO_STRB     <= in_IO_STRB      ;
    out_BRANCH_TYPE <= in_BRANCH_TYPE  ;
    out_rst         <= in_rst          ;
		branch_taken_out<= branch_taken_in;
		alt_out 				<= alt_in;
end else begin
	out_PC_LD       <= 0;
	out_PC_INC      <= 0;
	out_PC_MUX_SEL  <= 0;
	out_SP_LD       <= 0;
	out_SP_INCR     <= 0;
	out_SP_DECR     <= 0;
	out_RF_WR       <= 0;
	out_RF_WR_SEL   <= 2'b00;
	out_ALU_OPY_SEL <= 0;
	out_ALU_SEL     <= 4'b0000;
	out_SCR_WE      <= 0;
	out_SCR_DATA_SE <= 0;
	out_SCR_ADDR_SE <= 2'b00;
	out_FLG_C_SET   <= 0;
	out_FLG_C_CLR   <= 0;
	out_FLG_C_LD    <= 0;
	out_FLG_Z_LD    <= 0;
	out_FLG_LD_SEL  <= 0;
	out_FLG_SHAD_LD <= 0;
	out_I_SET       <= 0;
	out_I_CLR       <= 0;
	out_IO_STRB     <= 0;
	out_BRANCH_TYPE <= 4'b0000;
	out_rst         <= 0;
	branch_taken_out<= 0;
	alt_out 				<= 0;
end
end
endmodule
```

## flow/run.sh

```bash
#!/bin/bash
# OpenROAD 26Q1-2900-gdf79404cd8, Yosys 0.63+post, stock flow scripts
make -C /OpenROAD-flow-scripts/flow DESIGN_CONFIG=/design/flow/config.mk WORK_HOME=/design/flow/orfs finish
```

## flow/config.mk

```make
export PLATFORM = sky130hd
export DESIGN_NAME = control_vector_reg
export DESIGN_NICKNAME = control_vector_reg
export VERILOG_FILES = /design/flow/design.v
export SDC_FILE = /design/flow/constraint.sdc
export NUM_CORES = 4
export LEC_CHECK = 1
export CORE_UTILIZATION = 40
```

## flow/constraint.sdc

```tcl
current_design control_vector_reg

set clk_period 3.9
set clk_io_pct 0.2

create_clock -name clk0 -period $clk_period [get_ports {clk}]

set non_clock_inputs [all_inputs -no_clocks]
set_input_delay [expr $clk_period * $clk_io_pct] -clock clk0 $non_clock_inputs
set_output_delay [expr $clk_period * $clk_io_pct] -clock clk0 [all_outputs]
```

==> PnR_summary.wiki <==
== Implementation results ==
{| class="wikitable"
! Metric !! Value
|-
| Detailed-route wire length || 7640 um
|-
| Hold Path Cell Cnt || 1
|-
| Post-placement setup slack || 1.55 ns
|-
| Ratio of total power to cell area || 395 nW/um^2
|-
| Post-CTS Repair Setup Buffers || 0
|-
| Worst path top cell family by delay || buffers and inverters
|-
| Number of vias in the routed layout || 1956
|-
| Number of library cell types mapped by synthesis || 21
|-
| Antenna violations before repair || 0
|-
| Time the final worst path needs with I/O delays and setup || 2.05 ns
|-
| # diodes || 0
|-
| Part of the Yosys area used for sequential elements || 77.4%
|-
| Maximum VDD drop || 0.000248 V
|-
| Share of the core filled by cells before placement || 42.5%
|-
| Worst path setup slack after routing || 1.85 ns
|-
| Number of gates resized after cts || 0
|-
| Area reported by Yosys stat || 2380 um^2
|-
| Detail Route Antenna Nets || 0
|-
| Post-CTS Hold Buffers || 0
|-
| Clock net sink count || 92
|-
| MaxCap Viol Count || 0
|-
| H-tree Lvls || 3
|-
| Period Utilization, post-route || 52.6%
|-
| Global-route usage over all layers || 25.3%
|-
| Critical Path RT || 3.12 ns
|-
| CP endpoint kind || output port
|-
| Port buffer count || 187
|-
| Global-route wire length before repair || 11100 um
|-
| Clock tree from TritonCTS || done
|-
| Root buffer cell || sky130_fd_sc_hd__clkbuf_8
|-
| Avg Synthesized Cell Area || 13.2 um^2
|-
| Clock slew at reported path FFs || 0.10 ns
|-
| Number of iterations in the first detailed-routing pass || 4
|-
| CP Launch Type || flip-flop
|-
| Result of the run || complete, no violations
|-
| Remaining design rule violation count || 0
|-
| Chip Height || 79.2 um
|-
| # rows || 27
|-
| Critical Setup Path Class || flip-flop to output port
|-
| Post-Syn Area || 2380 um^2
|-
| Total number of warnings across the stage logs || 26
|-
| Most frequent cells in the layout || sky130_fd_sc_hd__clkdlybuf4s50_1 (187), sky130_fd_sc_hd__dfxtp_1 (92), sky130_fd_sc_hd__and2_1 (34)
|-
| Area Growth Syn to Fin || 89.0%
|-
| Ys Warns || 1
|-
| Leading cell type in the layout, fill and taps excluded || sky130_fd_sc_hd__clkdlybuf4s50_1
|-
| Number of gates on the worst path with buffers counted || 1
|-
| Post-synthesis instance total || 180
|-
| Highest attainable clock frequency || 488 MHz
|-
| Critical path buffer and inverter count || 1
|-
| Number of buffers between clock root and the deepest sink || 2
|-
| Die span in x || 79.2 um
|-
| Final-report hold violation count || 0
|-
| Area of the die || 6260 um^2
|-
| Min-delay worst type || input port to flip-flop
|-
| Critical Path Max Stage Delay || 0.54 ns
|-
| Via density || 4.35
|-
| Global route overflow || 0
|-
| Average routed wire per standard cell || 17.0 um
|-
| Post-route setup TNS || 0 ns
|-
| Layout cell share with drive strength beyond 1 || 4.76%
|-
| Detail Placement HPWL || 5690 um
|-
| Critical Path Slowest Stage Cell || sky130_fd_sc_hd__clkdlybuf4s50_1
|-
| Initial drt markers || 70
|-
| Flops out of synthesis || 92
|-
| CTS buffer count || 9
|-
| Reported leakage power || 0.00178 uW
|-
| Placeable core region || 5610 um^2
|-
| Pin count of the biggest net entering global routing || 35
|-
| Yosys Instances || 180
|-
| Num ports || 189
|-
| Total of endpoints with negative setup slack in the final report || 0
|-
| Cells traversed along the worst timing path || clkdlybuf4s50_1
|-
| GPL Wtd Cong || 0.795
|-
| RSZ-0062 raised after global routing || false
|-
| Number of global-route vias before repair || 1871
|-
| CP Data Arrival Time || 1.27 ns
|-
| CP Max Fanout || 1
|-
| Final-report max-slew violation count || 0
|}
-- synth_stat cells --
cell type | n | area (um^2)
sky130_fd_sc_hd__nand2_1 | 2 | 7.51
sky130_fd_sc_hd__buf_4 | 1 | 7.51
sky130_fd_sc_hd__nor4b_4 | 1 | 23.8
sky130_fd_sc_hd__a21oi_1 | 9 | 45.0
sky130_fd_sc_hd__and2_1 | 34 | 213
sky130_fd_sc_hd__nand4b_1 | 2 | 17.5
sky130_fd_sc_hd__dfxtp_1 | 92 | 1840
sky130_fd_sc_hd__nor2_1 | 11 | 41.3
sky130_fd_sc_hd__inv_1 | 2 | 7.51
sky130_fd_sc_hd__clkbuf_1 | 5 | 18.8
sky130_fd_sc_hd__nand2b_1 | 1 | 6.26
sky130_fd_sc_hd__ha_1 | 1 | 12.5
sky130_fd_sc_hd__xnor2_1 | 8 | 70.1
sky130_fd_sc_hd__nor4_1 | 2 | 12.5
sky130_fd_sc_hd__nand3_1 | 2 | 10.0
sky130_fd_sc_hd__nor3_2 | 1 | 10.0
sky130_fd_sc_hd__xor2_1 | 1 | 8.76
sky130_fd_sc_hd__conb_1 | 1 | 3.75
sky130_fd_sc_hd__o21ai_0 | 1 | 5.00
sky130_fd_sc_hd__nand3b_1 | 2 | 15.0
sky130_fd_sc_hd__clkinv_1 | 1 | 3.75
-- kinds of logic (layout without fill, tap and decap cells) --
| family | Yosys count | after routing | share of synthesized area (%) |
|---|---|---|---|
| AND-OR/OR-AND | 10 | 10 | 2.10 |
| XOR/XNOR | 9 | 9 | 3.31 |
| adder cells (fa/ha/maj) | 1 | 1 | 0.525 |
| buffers and inverters | 9 | 207 | 1.58 |
| flip-flops | 92 | 92 | 77.4 |
| other | 1 | 1 | 0.157 |
| AND/OR/NAND/NOR | 58 | 58 | 15.0 |
-- state kept, by name, indices dropped and copies added, names as in the netlist, 5 cells and up --
register / cells
alt_out: 10
out_PC: 10
out_dest_addr: 10
out_DX: 8
out_DY: 8
out_IR: 8
out_WB_ADDR: 5
-- layer usage --
metal / vias to the layer above / global-route usage [%] / share of wire [%]
li1: 950 / - / -
met1: 882 / 37.2 / 42
met2: 117 / 35.8 / 43
met3: 7 / 11.9 / 14
met4: 0 / 4.36 / 1.0
met5: - / 0 / 0
-- where the power goes --
group	switching (uW)	internal (uW)	leakage, uW
combinational	45.9	165	0.000926
clock	331	239	0.0000877
sequential	13.3	983	0.000766
total	391	1390	0.00178
-- per-stage QoR --
stage               power [uW]  instance area, um^2  util (%)  hold slack [ns]  cells
floorplan                 1030                 2380         -            0.808    180
global placement          1220                 4320      77.1             1.23    434
CTS                       1790                 4500      80.2            0.850    450
detailed placement        1230                 4320      77.1             1.23    434
global route              1850                 4500      80.2            0.846    450
finish                    1780                 4500      80.2            0.861    450
-- layout make-up --
cell class              count  area [um^2]
clock buffers              10          128
clock inverters             6         47.5
fillers                   393         1110
inverters                   3         11.3
multi-input cells          79          502
flip-flops and latches     92         1840
well taps                  72         90.1
repair buffers            188         1880
-- worst paths after layout --
path	end	from
setup / recovery	out_IR[2]	out_IR[2]
hold / removal	out_IR[7]	in_IR[7]
Power and IR drop assume default switching activity.
