==> flow/design.v <==
`timescale 1ns / 1ps
module pipeline_control(
    input wire clk,
    input wire [4:0] reg_a,
    input wire [4:0] reg_b,
    input wire [4:0] reg_wb,
    input wire reg_wb_en,
    input wire [4:0] reg_ex,
    input wire reg_ex_en,
    input wire [3:0] instr_type,
    input wire branch_miss,
    input wire predicted_branch_taken,
    input wire reset,
    input wire interrupt,
    input wire interrupt_flag,
    input wire a_read,
    input wire b_read,
    input wire [1:0] instr_pc_mux_sel,
    output wire imem_addr_mux,
    output wire fetch_latch_stall,
    output wire dec_nop,
    output wire dec_int,
    output wire pc_inc,
    output wire pc_load,
    output wire pc_reset,
    output logic [2:0] pc_mux_sel
    );
    typedef enum {CHECK, CALL0, CALL1, RAW_EX, BRANCH_MIS0, BRANCH_MIS1, INT0, INT1, INT2, RESET0, RESET1, RETURN0, RETURN1,
        PREDICT_BRANCH} HazardState;
    HazardState current_state = CHECK;
    HazardState nextState = CHECK;
    reg prediction_loaded = 0;
    wire valid_predicted_branch = predicted_branch_taken && current_state != PREDICT_BRANCH && !prediction_loaded;
    wire raw_ex = ((reg_a == reg_ex) && a_read || (reg_b == reg_ex) && b_read) && reg_ex_en;
    wire raw_wb = ((reg_a == reg_wb) && a_read || (reg_b == reg_wb) && b_read) && reg_wb_en;
    wire call_det = instr_type == 4'h6;
    wire brn_det;
    wire pc_stall;
    wire return_det;
    assign dec_nop = (branch_miss || current_state == BRANCH_MIS0 || current_state == BRANCH_MIS1)
        || (current_state == INT0 || current_state == INT1 || current_state == INT2)
        || (return_det || current_state == RETURN0 || current_state == RETURN1)
        || (call_det || current_state == CALL0 || current_state == CALL1)
        || (current_state == RESET0 || current_state == RESET1)
        || (current_state == RAW_EX || raw_wb || raw_ex)
        || (current_state == PREDICT_BRANCH);
    assign dec_int = (interrupt && interrupt_flag) && (current_state == CHECK);
    assign pc_stall = (((raw_ex || raw_wb) && !valid_predicted_branch) || current_state == RAW_EX || return_det);
    assign imem_addr_mux = pc_stall || valid_predicted_branch;
    assign fetch_latch_stall = pc_stall || valid_predicted_branch;  
    assign pc_reset = reset;
    assign pc_inc = (!pc_reset && !pc_load && !pc_stall);
    assign pc_load = (valid_predicted_branch || branch_miss || call_det || return_det || current_state == INT0);
    assign return_det = (instr_type == 4'h7 || instr_type == 4'h8 || instr_type == 4'h9);
    always_comb
    begin
        if (reset) begin
            nextState = RESET0;
        end
        else begin
            if (interrupt && interrupt_flag) begin
                nextState = INT0;
            end
            else if(current_state == CHECK) begin
                if (raw_ex) begin
                    nextState = RAW_EX;
                end
                else if (instr_type == 4'h6) begin
                    nextState = CALL0;
                end
                else if (branch_miss && !return_det) begin
                    nextState = BRANCH_MIS0;
                end
                else if (return_det) begin
                    nextState = RETURN0;
                end
                else begin
                    nextState = CHECK;
                end
            end
            else if (current_state == BRANCH_MIS0) begin
                nextState = BRANCH_MIS1;
            end
            else if (current_state == RESET0) begin
                nextState = RESET1;
            end
            else if (current_state == INT0) begin
                nextState = INT1;
            end
            else if (current_state == INT1) begin
                nextState = INT2;
            end
            else if (current_state == RETURN0) begin
                nextState = RETURN1;
            end
            else if (current_state == CALL0) begin
                nextState = CALL1;
            end
            else begin
                nextState = CHECK;
            end
        end
        if (branch_miss && !return_det && !call_det) begin
            pc_mux_sel = 3'h3;
        end
        else if (valid_predicted_branch) begin
            pc_mux_sel = 3'h4;
        end
        else begin
            pc_mux_sel = {1'h0, instr_pc_mux_sel};
        end
    end
    always_ff @ (posedge clk)
    begin
        current_state <= nextState;
        if (reset) begin
            prediction_loaded <= 0;
        end
        else if (nextState == RAW_EX) begin
            prediction_loaded <= 1;
        end
        else if (current_state == CHECK) begin
            prediction_loaded <=0;
        end
    end
endmodule
==> flow/run.sh <==
#!/bin/bash
# OpenROAD 26Q1-2900-gdf79404cd8, Yosys 0.63+post, stock flow scripts
make -C /OpenROAD-flow-scripts/flow DESIGN_CONFIG=/design/flow/config.mk WORK_HOME=/design/flow/orfs finish
==> flow/config.mk <==
export PLATFORM = sky130hd
export DESIGN_NAME = pipeline_control
export DESIGN_NICKNAME = pipeline_control
export VERILOG_FILES = /design/flow/design.v
export SDC_FILE = /design/flow/constraint.sdc
export NUM_CORES = 4
export LEC_CHECK = 1
export CORE_AREA = 10 10 90 90
export DIE_AREA = 0 0 100 100
==> flow/constraint.sdc <==
current_design pipeline_control

set clk_period 3.2
set clk_io_pct 0.2

create_clock -name clk0 -period $clk_period [get_ports {clk}]

set non_clock_inputs [all_inputs -no_clocks]
set_input_delay [expr $clk_period * $clk_io_pct] -clock clk0 $non_clock_inputs
set_output_delay [expr $clk_period * $clk_io_pct] -clock clk0 [all_outputs]
==> changes_impl.md <==
### Implementation results

- Status: complete, no violations
- Ys cells: approximately 90
- Clk_skew: around 1.6 ps
- Max-area cell share: between 10% and 20%
- # clock sinks: 5
- Vias in the first global route: ~860
- Routed wire per std cell: approximately 12 µm
- Via density: ~3.8
- WL final: between 2 and 3 mm
- Pin count of the biggest net entering global routing: 9
- Layout Cells excl Fill: between 200 and 250
- Cell internal pwr: 244 µW
- Die Area: about 10000 µm²
- Maximum clock path buffer count: 2
- Grt ovf: 0
- Hold Crit Class: register to register
- # hold bufs at CTS: 0
- # DRC: 0
- Period utilization: between 90% and 100%
- Pre-CTS setup slack: -103 ps
- Antenna-violating nets left: 0
- Crit. Startpoint: instr_type[3]
- CP endpoint: dec_nop
- Iter 0 DRT Violations: 25
- GPL Wtd Cong: 0.855
- Min Tclk post-route: roughly 3100 ps
- Worst EP required: about 2600 ps
- Most common logic cells in the final layout: clkdlybuf4s50_1 (25), dlygate4sd2_1 (13), xnor2_1 (12), xor2_1 (8), buf_4 (8)
- Synth warn: 1
- R2R Setup Slk: roughly 1700 ps
- Slew margin rel.: 73.1%
- Final setup TNS: 0 ps
- Fillers: between 600 and 700
- H-tree depth: 1
- Worst R2R Start: current_state[0]
- Global-route wire length before repair: slightly above 4 mm
- Clk network pwr share: ~33%
- Initial antenna violation count: 0
- Psw: 94.8 µW
- Mean Syn Cell Area: between 7 and 8 µm²
- Number of max-cap violations: 0
- LEAKAGE: about 0.0006 µW
- Placeable Area: between 6000 and 7000 µm²
- # diodes: 0
- Leading area contributor after synthesis: xnor2_1
- Global Route Usage Sum: under 10%
- Clock root cell: clkbuf_8
- I/O Pins: 46
- Final Setup Violations: 0
- Die Ht: ~100 µm
- Type of element capturing the critical path: output port
- Clk ins delay skew pair: between 200 and 250 ps
- Power Density: between 200 and 250 nW/µm²
- Log Warnings: 25
- RSZ-0062 raised after global routing: no
- Crit path DAT: ~2400 ps
- Commonest Layout Cell: clkdlybuf4s50_1
- Cells after synthesis: ~89
- Crit Reg-Reg Endpoint: prediction_loaded
- Slew Limit Fails: 0
- Combinational share of power: ~44%
- CTS tree: done
- Yosys stat chip area: just over 700 µm²
- F_max: around 320 MHz
- Init Core Util: about 11%
- Startpoint types: primary input
- Synth Register Bits: 5
- Cell Type Count: 38
- Synth Cell Area: between 700 and 800 µm²
- Cell Rows: 29
- Share of cells above drive strength 1: between 10% and 20%
- Post-synth seq share: around 14%
- Maximum vdd drop: approximately 90 µV
- Hold Violations, Final: 0
- Final Core Density: a little over a fifth
- Total CTS buffers: 3
- CP Max Fanout: 3
- Setup bufs post-CTS: 0
- Final WS setup: 120 ps
- CTS clock-pin slew for the worst setup and hold paths: 30 ps
- DIE WIDTH: 100 µm
- Worst r2r path cells: 6
- Setup CP Type: primary input to output port
- Switching Share: approximately 28%
- Final HPWL DP: approximately 2.3 mm
- Seq pwr share: 22.5%
- DR pass1 iterations: 4
- Placed Cells: 216
- P&R area growth vs syn: 92.6%
- Least-Margin Pin Slew: 402 ps
- Via Count: about 830
- Input/output buffers: between 40 and 50
- Top cells by area: xnor2_1 (15%), dfxtp_1 (14%), xor2_1 (9.9%)
power by group through the flow:
stage	registers, µW	clock network [µW]	logic [µW]
after CTS	76.3	116	150
after global routing	77.5	120	165
final	76.3	113	149
stage by stage:
step           total power [µW]  instance area [µm²]  hold WS, ps
5_1_grt                     363                 1360          665
2_1_floorplan               143                  708          570
6_report                    339                 1360          606
3_5_place_dp                231                 1290          607
4_1_cts                     343                 1340          613
3_3_place_gp                232                 1290          607
cell type report:
class / instances / area, µm² / area share, %
clock buffer: 4 / 45.0 / 3.30
inverter: 6 / 22.5 / 1.65
multi-input combinational: 75 / 588 / 43.1
sequential: 5 / 100 / 7.34
tap: 77 / 96.3 / 7.06
timing repair buffer: 53 / 512 / 37.5
cells by family (layout without fill, tap and decap cells):
family                    after synthesis  count (layout)  share of synthesized area [%]
and+or+nand+nor                        33              33                           26.0
AOI/OAI and AO/OA                      21              21                           27.7
xor gates and xnor gates               20              20                           24.7
buffers and inverters                   9              63                           6.01
DFF                                     5               5                           14.1
muxes                                   1               1                           1.41
critical path, cell delays in order:
cell             delay (ps)
clkdlybuf4s50_1         410
nor3b_2                 180
or2_2                   310
buf_4                   150
or4_1                   490
dlygate4sd2_1           260
flip-flops by register name, indices dropped and copies added, names as in the netlist:
| signal | count |
|---|---|
| current_state | 4 |
| prediction_loaded | 1 |
per-layer routing:
layer  wire, µm  up-vias  GRT usage [%]
li1           -      437              -
met1       1000      355           5.89
met2       1260       33           8.51
met3        271        2           1.60
met4         30        0          0.652
met5          0        -              0
synthesized netlist by cell type:
cell type,count
inv_2,2
nand2_2,1
o22ai_1,2
and3_1,2
nor2_1,5
or2_2,1
buf_2,1
o211ai_1,1
nand3_1,4
o22a_1,1
a21o_1,5
nand4_1,2
o21ai_1,1
dfxtp_1,5
nand2_1,6
o211ai_4,1
buf_4,2
o21ba_1,1
o21ai_0,1
mux2i_1,1
a31oi_1,2
nor3b_1,2
o31ai_1,1
nor4_1,3
a311oi_1,1
or3_1,1
inv_1,4
or4_1,1
a41oi_1,1
xor2_1,8
a41o_1,1
o311ai_4,1
or3b_1,1
xnor2_1,12
a2111oi_2,1
nand2b_1,2
and2_1,1
nor3_2,1
what timing repair did:
item,in CTS,in global routing
pin swaps,7,4
resized,16,9
setup endpoints to repair,4,2
worst min path at each step:
| stage | depth (start not counted) | end | from |
|---|---|---|---|
| 4_1_cts | 3 | prediction_loaded | prediction_loaded |
| 5_1_grt | 3 | prediction_loaded | prediction_loaded |
| 6_report | 3 | prediction_loaded | prediction_loaded |
Power and IR drop assume default switching activity.
