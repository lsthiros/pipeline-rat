## ./design.v

```verilog
`timescale 1ns / 1ps
module RecTable(
    input wire clk,
    input wire rst,
    input wire [2:0] addr,
    input wire [2:0] wr_addr,
    input wire update,
    input wire taken,
    output wire [1:0] rec
    );
    parameter HISTORY_WIDTH = 3;
    parameter HISTORY_DEPTH = 1 << HISTORY_WIDTH;
    logic [1:0] recs [0:HISTORY_DEPTH - 1];
    always_ff @ (posedge(clk)) begin
        if(rst) begin
            for (int i = 0; i < HISTORY_DEPTH; i++) begin
                recs[i] <= 0;
            end
        end
        else if (update) begin
            if (taken && recs[integer'(wr_addr)] != 2'h3) begin
                recs[integer'(wr_addr)] <= recs[integer'(wr_addr)] + 1;
            end
            else if (!taken && recs[integer'(wr_addr)] != 0) begin
                recs[integer'(wr_addr)] <= recs[integer'(wr_addr)] - 1;
            end
        end
    end
    assign rec = recs[integer'(addr)];
endmodule
```

## ./constraint.sdc

```tcl
current_design RecTable

set clk_period 2.8
set clk_io_pct 0.2

create_clock -name clk0 -period $clk_period [get_ports {clk}]

set non_clock_inputs [all_inputs -no_clocks]
set_input_delay [expr $clk_period * $clk_io_pct] -clock clk0 $non_clock_inputs
set_output_delay [expr $clk_period * $clk_io_pct] -clock clk0 [all_outputs]
```

## ./run.sh

```bash
#!/bin/bash
# OpenROAD 26Q1-2900-gdf79404cd8, Yosys 0.63+post, stock flow scripts
make -C /OpenROAD-flow-scripts/flow DESIGN_CONFIG=/design/flow/config.mk WORK_HOME=/design/flow/orfs finish
```

## ./config.mk

```make
export PLATFORM = sky130hd
export DESIGN_NAME = RecTable
export DESIGN_NICKNAME = RecTable
export VERILOG_FILES = /design/flow/design.v
export SDC_FILE = /design/flow/constraint.sdc
export NUM_CORES = 4
export LEC_CHECK = 1
export CORE_AREA = 10 10 109 109
export DIE_AREA = 0 0 119 119
```

==> flow_results.org <==
#+TITLE: Implementation results

** Layout
- Area added between synthesis and finish :: 29.8%
- Ranked by flip-flop count, first place goes to recs.
- Filler cell count in the final layout :: 1,081
- Of the cells placed in the final design, the portion with a size suffix greater than 1 is 0.279.
- Most frequent standard cell in the layout excluding fill and tap cells :: edfxtp_1
- In the final layout, the registers with the most flip-flops are recs (16).
- Once layout is complete, the cells apart from fillers number 262.
- The register with the most flip-flops in the layout has 16 of them.
- Most used cells in the layout excluding fill and tap cells :: edfxtp_1 (16), buf_4 (15), nor2_1 (14)

** Routing
- For this block, the via count after detailed routing is around 930.
- DR pass1 iterations :: 4
- Remaining number of nets flagged by the antenna check after routing :: 0
- Post-detailed-routing wire length :: ~2.8 mm
- Per the detail_route report, inserted antenna diodes total 0.
- Number of DRC violations after detailed-routing iteration 0 :: 19
- DRC violation count after routing :: 0
- Average wire length per cell after detail routing :: ~11 microns
- Per-cell via count in the routed design :: roughly 3.5

** Pwr
- In this run the power density over the cells is between 300 and 400 nW/um^2.
- The worst VDD IR drop from the latest analysis is about 0.13 mV.
- Leakage power figure :: between 0.5 and 0.6 nW

** Final timing
- Measured against its own limit, the worst slew margin works out to 0.724.
- Final number of setup-violating endpoints :: 0
- Worst setup slack after layout :: between 70 and 80 ps
- Hold-check failures listed in the final report amount to 0.
- The flow reports an fmax of ~0.37 GHz.
- Setup repair after global routing left no endpoint under its margin.
- The final timing summary puts the cycle share of the worst path at 0.974.
- The final timing report lists a max-slew violation count of 0.
- Clock tree skew after final layout :: between 2 and 2.5 ps
- The routed design could run at a clock period as short as between 2000 and 3000 ps.
- Looking at the max-slew report, the worst-margin pin has a slew of 413 ps.

** Setup path
- The critical path in this run is classified as input port to output port.
- By instance count, the cell type seen most on the critical path is clkdlybuf4s50_1.
- For this design, the slowest cell found on the critical path is clkdlybuf4s50_1.
- The worst setup path is launched from an input port.
- Data arrival time of the critical path :: between 2000 and 2500 ps
- In this design, the stage delay of the slowest critical-path cell is approximately 590 ps.
- The data required time reported for the critical path is 2240 ps.
- The critical path maximum fanout is 4.
- Cell breakdown of the critical path :: clkdlybuf4s50_1 > mux4_2 > mux2_2 > clkdlybuf4s50_1
- STA classifies the critical path endpoint as an output port.

** GRT
- After global routing the overflow that remains totals 0.
- Number of global-route vias before repair :: approximately 920
- Summed over all routing layers, the global router reports a total usage of 0.0387.
- Pin count of the biggest net entering global routing :: 13
- Wire length of the first global-routing pass :: roughly 4.7 mm
- Antenna violations before repair :: 0

** Flow run
- Per the run summary, max-cap violations total 0.
- Warnings raised by the tools during the run amount to 25.

** Place
- Pre-CTS setup slack :: -198 ps
- Per the placement report, the placed cell count is 258.
- The placement summary gives the final routability congestion estimate as around 0.89.
- # port buffers :: 11
- Final HPWL DP :: 2.32 mm

** Floorplanning
- Count of boundary I/O pins :: 12
- From bottom edge to top edge, the die measures between 100 and 150 microns.
- The horizontal die dimension reported for this design is approximately 120 microns.
- Std cell rows :: 36
- The floorplan step records an initial core utilization of 0.125.
- Core footprint :: between 9000 and 10,000 sq um
- The floorplan step defined a die boundary enclosing about 14,000 sq um.

** Clocking
- Root Buffer Master :: clkbuf_8
- CTS added clock buffers totalling 3.
- Maximum level of the CTS H-tree :: 1
- Clock tree from TritonCTS :: built
- CTS clk-pin slew, worst paths :: ~60 ps
- Buffers inserted to repair hold after CTS numbered 0.
- Clock sink count :: 16
- Clock buffer depth :: 2
- Skew-Pair Late Insertion Delay :: 240 ps

** Synth
- Yosys synthesis warning count :: 1
- In this run, synthesis inferred 16 flip-flops with an integrated enable.
- Synth top area cells :: edfxtp_1 (40%), mux4_2 (11%), o22ai_1 (4.7%)
- Averaged over all synthesized cells, the footprint is roughly 11 sq um.
- Main flop type :: edfxtp_1
- Cell count after synthesis :: 107
- Once synthesis finished, the tally of register bits stood at 16.
- Per Yosys stat, the portion of area used by sequential elements is 0.399.
- # Cells Yosys :: between 100 and 150
- Synth top area share :: 0.399
- In this run, distinct cell masters in the synthesized netlist total 32.
- The mapped netlist covers approximately 1200 sq um.
- Chip Area, Yosys :: between 1000 and 1500 sq um
- FFs w/ async S/R, synth :: 0
- Per the synthesis report, the dominant area consumer among library cells is edfxtp_1.

** Status
- Run status :: finished, final reports clean

** Min path
- Class of the tightest hold or removal check :: input port to register
-- layer usage --
metal / track usage / wire (microns) / part of all wire / vias up
met5: 0 / 0 / 0 / -
met4: 0.00763 / 25 / 0.0089 / 0
met3: 0.0106 / 242 / 0.086 / 2
met2: 0.0598 / 1290 / 0.46 / 38
met1: 0.0534 / 1240 / 0.44 / 426
li1: - / - / - / 463
-- report_power, final --
group	leakage [nW]	switching, mW	internal (mW)	total [mW]
Combinational	0.331	0.0761	0.0780	0.154
Sequential	0.166	0.00625	0.276	0.282
Clock	0.0231	0.0737	0.0970	0.171
-- timing repair --
action / in CTS / in global routing
setup buffers: 0 / 0
gates cloned: 0 / 0
setup endpoints to repair: 2 / 3
resized: 1 / 1
-- per-stage QoR --
stage,hold WS (ps),total power [mW],util,setup TNS (ps),instance area (sq um)
after floorplan,840,0.389,-,0,1200
after global placement,1210,0.441,0.157,-2300,1520
after detailed placement,1220,0.441,0.157,-2250,1520
after CTS,1220,0.609,0.162,0,1560
after global routing,1090,0.638,0.162,0,1560
final,1030,0.607,0.162,0,1560
-- Yosys cell counts, types with 2 or more instances --
cell type	number
nor2_1	14
mux2i_4	2
edfxtp_1	16
o211ai_1	2
nor2b_1	3
o22ai_1	9
buf_6	3
nand3_1	9
nand2_1	9
a41o_1	4
inv_1	2
mux2i_1	2
clkbuf_8	2
nand4_1	4
mux4_2	6
a31o_1	2
mux2_2	2
clkbuf_1	2
-- worst paths after layout --
kind / startpoint / end / slack (ps) / cells after the start
min reg2reg: recs[3][1] / recs[7][1] / 1250 / 5
max: addr[1] / rec[1] / 70 / 4
max reg2reg: recs[4][0] / recs[5][1] / 740 / 5
min: wr_addr[0] / recs[1][0] / 1030 / 4
-- final cells by class --
class	count	area [sq um]	area share
Sequential cell	16	480	0.307
Clock buffer	3	41.3	0.0264
Clock inverter	1	3.75	0.00240
Multi-Input combinational cell	80	637	0.407
Timing Repair Buffer	26	224	0.143
Tap cell	133	166	0.106
Inverter	3	11.3	0.00720
-- worst max-delay path: cells and delay by family --
kind                   cells  cell delay [ps]
buffers and inverters      2             1000
multiplexers               2              600
-- cell families (layout without fill, tap and decap cells) --
kind of cell | count (synthesis) | count (layout) | synth area share
AND/OR/NAND/NOR | 46 | 46 | 0.188
AND-OR/OR-AND | 21 | 21 | 0.133
flip-flops | 16 | 16 | 0.399
multiplexers | 12 | 12 | 0.185
buffers and inverters | 11 | 33 | 0.0727
XOR/XNOR | 1 | 1 | 0.0228
Power figures rest on the tool's default switching activity, not on a simulated workload.
